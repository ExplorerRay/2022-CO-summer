`./run.sh`:
```
#!/bin/bash
# OpenROAD 26Q1-2900-gdf79404cd8, Yosys 0.63+post, stock flow scripts
make -C /OpenROAD-flow-scripts/flow DESIGN_CONFIG=/design/flow/config.mk WORK_HOME=/design/flow/orfs finish
```
`./config.mk`:
```
export PLATFORM = sky130hd
export DESIGN_NAME = HazardDetector
export DESIGN_NICKNAME = HazardDetector
export VERILOG_FILES = /design/flow/design.v
export SDC_FILE = /design/flow/constraint.sdc
export NUM_CORES = 4
export LEC_CHECK = 1
export CORE_AREA = 10 10 70 70
export DIE_AREA = 0 0 80 80
```
`./constraint.sdc`:
```
current_design HazardDetector

set clk_period 1.4
set clk_io_pct 0.2

create_clock -name clk0 -period $clk_period

set non_clock_inputs [all_inputs -no_clocks]
set_input_delay [expr $clk_period * $clk_io_pct] -clock clk0 $non_clock_inputs
set_output_delay [expr $clk_period * $clk_io_pct] -clock clk0 [all_outputs]
```
`./design.v`:
```
module HazardDetector (RSaddr_IFID_i, RTaddr_IFID_i, RTaddr_IDEX_i, RDaddr_IDEX_i, RegDst_IDEX, RDaddr_EXMEM_i, RegWrite_IDEX, RegWrite_EXMEM, PCsrc_i, Jump_IDEX, DHZ_o, CHZ_o);
input [3-1:0] RSaddr_IFID_i;  
input [3-1:0] RTaddr_IFID_i;  
input [3-1:0] RTaddr_IDEX_i;  
input [3-1:0] RDaddr_IDEX_i;  
input RegDst_IDEX;  
input [3-1:0] RDaddr_EXMEM_i;
input RegWrite_IDEX;
input RegWrite_EXMEM;
input PCsrc_i;
input Jump_IDEX;
output wire DHZ_o; 
output wire CHZ_o; 
wire [3-1:0] addr_IDEX;
assign addr_IDEX = (RegDst_IDEX == 0) ? RTaddr_IDEX_i : RDaddr_IDEX_i;
assign DHZ_o = (RSaddr_IFID_i == addr_IDEX && RegWrite_IDEX == 1) ? 1 :
        (RTaddr_IFID_i == addr_IDEX && RegWrite_IDEX == 1) ? 1 :
        (RSaddr_IFID_i == RDaddr_EXMEM_i && RegWrite_EXMEM == 1) ? 1 :
        (RTaddr_IFID_i == RDaddr_EXMEM_i && RegWrite_EXMEM == 1) ? 1 : 0;
assign CHZ_o = (PCsrc_i == 1 || Jump_IDEX == 1) ? 1 : 0;
endmodule
```
==> impl.org <==
#+TITLE: Flow metrics

** Detailed routing
- In the detailed route, the total length drawn on met3 is around 60 um.
- In the log, the iteration count for the first detailed-route pass is 1.
- In this run the top signal layer used is met3.
- Total Routed Length :: 818 um
- The post-route report lists met1 wire length as 407 um.
- The script parses the final routing iteration and logs DRC violations as 0.
- The count of nets left with antenna violations once routing finished came out at 0.
- Antenna repair during routing inserted a diode count of 0.
- Per the detail_route report, routed wire per instance is slightly above 9 um.
- Detailed-routed wire length on met2 :: ~350 um
- The first routing iteration left 0 violations.
- The routed layout has ~240 vias.
- For this run, the detailed router reports a per-instance via density of around 2.7.

** Placement
- Once placement completed, the tool counted placed cells totaling around 90.
- Once placement finished, the instance area stood at around 450 um^2.
- Weighted congestion at the end of routability-driven global placement :: just under 0.8
- During placement, the flow inserted port buffers numbering 22.
- Once detailed placement completed, the half-perimeter wirelength came to 743 um.

** Worst setup path
- The timing report notes that buffer and inverter cells on the critical path total 2.
- Worst endpoint required time :: ~1100 ps
- Family with the most delay on the worst path :: multiplexers
- The critical path's slowest stage uses the library cell sky130_fd_sc_hd__mux2i_4.
- STA classifies the critical path endpoint as an output pin.
- Cells along the critical path :: buf_12 > mux2i_4 > xor2_1 > nand4_1 > nand3_1 > buf_2
- Arrival time of the worst setup path :: ~1100 ps
- Largest stage delay, worst path :: around 240 ps
- The report shows a maximum critical-path fanout of 3.
- The critical path is of the in -> out type.
- Launching element type of the critical path :: input pin

** Die
- The floorplan step set the die height to approximately 80 um.
- The share of the core area taken by cells at floorplan is under 10%.
- The floorplan has 21 rows.
- The die covers between 0.006 and 0.007 mm^2.
- Number of top-level design ports :: 22
- Chip Width :: ~80 um
- The core region is 0.00342 mm^2.

** Synth
- The synthesized netlist devotes slightly below 20% of its cell area to simple gates.
- Area share of xor/xnor cells in the synthesized design :: 60.4%
- Yosys cell count :: 22
- Area reported by Yosys stat :: roughly 170 um^2
- The synthesis report lists the most area-consuming cells as sky130_fd_sc_hd__xor2_1 60%, sky130_fd_sc_hd__mux2i_1 17%, sky130_fd_sc_hd__nand4_1 7.2%, sky130_fd_sc_hd__nor3_1 5.8%, sky130_fd_sc_hd__or2_2 3.6%.
- Mean area per synthesized cell :: between 7 and 8 um^2
- The largest total area in the synthesized netlist belongs to sky130_fd_sc_hd__xor2_1.
- Area share of fa/ha/maj cells after synthesis :: 0%
- Compound Share, Synth :: 2.88%
- By area, the combinational part of the netlist is dominated by XOR/XNOR gates.
- Synthesized instance count :: 22
- The synthesized netlist contains 7 unique library cells.
- For this run, the register share of the synthesized area comes to 0%.
- The area fraction of the largest cell type after synthesis is about three fifths.
- Syn Std Cell Area :: around 170 um^2
- Multiplexer cells account for 17.3% of the synthesized area.
- During synthesis, Yosys emitted a total of 0 warnings.

** GRT
- The global routing report lists combined usage of all routing layers as between 2 and 2.5%.
- Global routing finished with a remaining overflow of 0.
- Largest net degree at the start of global routing :: 4
- Initial antenna violation count :: 0
- The first global-routing pass estimated between 1 and 1.5 mm of wire.
- Number of global-route vias before repair :: between 200 and 300

** Final layout
- Final instance count without filler cells :: approximately 90
- The layout has 0 clock buffers.
- The area growth from synthesis to layout is 144%.
- Flop count :: 0
- Of the cells placed in the final design, the portion with a size suffix greater than 1 is between 40% and 50%.
- The area taken by sequential standard cells is reported as 0 um^2.
- The finished cells cover between 400 and 500 um^2.

** Final timing
- Setup repair after global routing could not meet its margin everywhere.
- Setup-failing EPs final :: 0
- Timing would allow up to 0.735 GHz.
- Subtracting the final worst setup slack from the clock period gives 1360 ps.
- Max-slew violation count :: 0
- Max-slew headroom at the worst pin :: about nine tenths
- Post-route setup TNS :: 0 ps
- Per the final timing report, the hold violations number 0.
- On the final layout, the worst hold slack is just under 1000 ps.
- Worst Tran Pin Value :: roughly 170 ps
- Tcrit/Tclk final :: a little over nine tenths

** Outcome
- The run finished with clean final reports.

** Power
- The leakage component of the power was reported as roughly 0.17 nW.
- VDD IR max :: around 0.00003 V
- Power density relative to cell area :: roughly 270 mW/mm^2
- After layout, the design draws a total of about 0.00012 W.

** Hold path
- Worst Hold Class :: in -> out

** Job
- Tool Warnings :: 34
- Max-cap violations in this run came to 0.
==> tightest hold or removal path: cells and delay by family <==
family / cells / cell delay, ps
buffers and inverters: 2 / 220
XOR/XNOR: 1 / 70
AND/OR/NAND/NOR: 2 / 120
==> cells in the final DEF (no fill, tap or decap) <==
| cell type | count |
|---|---|
| sky130_fd_sc_hd__buf_12 | 1 |
| sky130_fd_sc_hd__buf_2 | 2 |
| sky130_fd_sc_hd__clkbuf_2 | 13 |
| sky130_fd_sc_hd__clkdlybuf4s15_1 | 2 |
| sky130_fd_sc_hd__clkdlybuf4s50_1 | 4 |
| sky130_fd_sc_hd__mux2i_4 | 3 |
| sky130_fd_sc_hd__nand3_1 | 1 |
| sky130_fd_sc_hd__nand4_1 | 2 |
| sky130_fd_sc_hd__nor3_1 | 2 |
| sky130_fd_sc_hd__o21ai_1 | 1 |
| sky130_fd_sc_hd__or2_2 | 1 |
| sky130_fd_sc_hd__xor2_1 | 12 |
==> cells in the mapped netlist <==
master / n
sky130_fd_sc_hd__or2_2: 1
sky130_fd_sc_hd__nand4_1: 2
sky130_fd_sc_hd__nor3_1: 2
sky130_fd_sc_hd__o21ai_0: 1
sky130_fd_sc_hd__nand3_1: 1
sky130_fd_sc_hd__xor2_1: 12
sky130_fd_sc_hd__mux2i_1: 3
==> layout make-up <==
| type | count | area, um^2 |
|---|---|---|
| tap | 46 | 57.6 |
| timing repair buffer | 22 | 155 |
| multi-input combinational | 22 | 211 |
| fill | 407 | 2990 |
==> cells by family (layout without fill, tap and decap cells) <==
family	Yosys count	after routing
and+or+nand+nor	6	6
AOI/OAI and AO/OA	1	1
xor gates and xnor gates	12	12
muxes	3	3
buffers and inverters	0	22
==> per-layer routing <==
layer / global-route usage (%) / vias up
met4: 0 / 0
li1: - / 123
met1: 3.11 / 106
met5: 0 / -
met3: 0.455 / 0
met2: 3.85 / 14
==> report_power, final <==
| part | internal (W) | switching [W] | leakage, nW |
|---|---|---|---|
| combinational | 0.0000697 | 0.0000462 | 0.175 |
| clock | 0 | 0 | 0 |
| sequential | 0 | 0 | 0 |
==> worst paths after layout <==
path | from | end | depth (start not counted)
setup / recovery | RegDst_IDEX | DHZ_o | 6
hold / removal | RTaddr_IFID_i[1] | DHZ_o | 5
==> through the flow <==
stage | util, % | setup WS, ps
final | 12.4 | 39.2
after global routing | 12.4 | -27.1
after CTS | 13.7 | -18.5
after detailed placement | 13.2 | -954
after global placement | 13.2 | -930
after floorplan | - | 274
==> timing repair <==
action                     CTS  global route
hold buffers                 0             0
setup buffers                0             0
resized                     40            24
setup endpoints to repair    2             1
pin swaps                    9            13
No activity file was given, so power comes from the tool's default toggle rates.
