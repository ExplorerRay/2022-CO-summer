File: flow/config.mk
export PLATFORM = sky130hd
export DESIGN_NAME = Shifter_Barrel
export DESIGN_NICKNAME = Shifter_Barrel
export VERILOG_FILES = /design/flow/design.v
export SDC_FILE = /design/flow/constraint.sdc
export NUM_CORES = 4
export LEC_CHECK = 1
export CORE_AREA = 10 10 93 93
export DIE_AREA = 0 0 103 103
File: flow/constraint.sdc
current_design Shifter_Barrel

set clk_period 2.6
set clk_io_pct 0.2

create_clock -name clk0 -period $clk_period

set non_clock_inputs [all_inputs -no_clocks]
set_input_delay [expr $clk_period * $clk_io_pct] -clock clk0 $non_clock_inputs
set_output_delay [expr $clk_period * $clk_io_pct] -clock clk0 [all_outputs]
File: flow/design.v
module Shifter_Barrel( result, leftRight, shamt, sftSrc );
  output wire[15:0] result;
  input wire leftRight;
  input wire[3:0] shamt;
  input wire[15:0] sftSrc;
  wire[15:0] L32, R32, L10, R10;
  assign L32[0] = (shamt[3:2]==2'b00) ? sftSrc[0] : 0;
  assign L32[1] = (shamt[3:2]==2'b00) ? sftSrc[1] : 0;
  assign L32[2] = (shamt[3:2]==2'b00) ? sftSrc[2] : 0;
  assign L32[3] = (shamt[3:2]==2'b00) ? sftSrc[3] : 0;
  assign L32[4] = (shamt[3:2]==2'b00) ? sftSrc[4] :
          (shamt[3:2]==2'b01) ? sftSrc[0] : 0;
  assign L32[5] = (shamt[3:2]==2'b00) ? sftSrc[5] :
          (shamt[3:2]==2'b01) ? sftSrc[1] : 0;
  assign L32[6] = (shamt[3:2]==2'b00) ? sftSrc[6] :
          (shamt[3:2]==2'b01) ? sftSrc[2] : 0;
  assign L32[7] = (shamt[3:2]==2'b00) ? sftSrc[7] :
          (shamt[3:2]==2'b01) ? sftSrc[3] : 0;
  assign L32[8] = (shamt[3:2]==2'b00) ? sftSrc[8] :
          (shamt[3:2]==2'b01) ? sftSrc[4] :
          (shamt[3:2]==2'b10) ? sftSrc[0] : 0;
  assign L32[9] = (shamt[3:2]==2'b00) ? sftSrc[9] :
          (shamt[3:2]==2'b01) ? sftSrc[5] :
          (shamt[3:2]==2'b10) ? sftSrc[1] : 0;
  assign L32[10] = (shamt[3:2]==2'b00) ? sftSrc[10] :
          (shamt[3:2]==2'b01) ? sftSrc[6] :
          (shamt[3:2]==2'b10) ? sftSrc[2] : 0;
  assign L32[11] = (shamt[3:2]==2'b00) ? sftSrc[11] :
          (shamt[3:2]==2'b01) ? sftSrc[7] :
          (shamt[3:2]==2'b10) ? sftSrc[3] : 0;
  assign L32[12] = (shamt[3:2]==2'b00) ? sftSrc[12] :
          (shamt[3:2]==2'b01) ? sftSrc[8] :
          (shamt[3:2]==2'b10) ? sftSrc[4] : sftSrc[0];
  assign L32[13] = (shamt[3:2]==2'b00) ? sftSrc[13] :
          (shamt[3:2]==2'b01) ? sftSrc[9] :
          (shamt[3:2]==2'b10) ? sftSrc[5] : sftSrc[1];
  assign L32[14] = (shamt[3:2]==2'b00) ? sftSrc[14] :
          (shamt[3:2]==2'b01) ? sftSrc[10] :
          (shamt[3:2]==2'b10) ? sftSrc[6] : sftSrc[2];
  assign L32[15] = (shamt[3:2]==2'b00) ? sftSrc[15] :
          (shamt[3:2]==2'b01) ? sftSrc[11] :
          (shamt[3:2]==2'b10) ? sftSrc[7] : sftSrc[3];
  assign L10[0] = (shamt[1:0]==2'b00) ? L32[0] : 0;
  assign L10[1] = (shamt[1:0]==2'b00) ? L32[1] :
          (shamt[1:0]==2'b01) ? L32[0] : 0;
  assign L10[2] = (shamt[1:0]==2'b00) ? L32[2] :
          (shamt[1:0]==2'b01) ? L32[1] :
          (shamt[1:0]==2'b10) ? L32[0] : 0;
  assign L10[3] = (shamt[1:0]==2'b00) ? L32[3] :
          (shamt[1:0]==2'b01) ? L32[2] :
          (shamt[1:0]==2'b10) ? L32[1] : L32[0];
  assign L10[4] = (shamt[1:0]==2'b00) ? L32[4] :
          (shamt[1:0]==2'b01) ? L32[3] :
          (shamt[1:0]==2'b10) ? L32[2] : L32[1];
  assign L10[5] = (shamt[1:0]==2'b00) ? L32[5] :
          (shamt[1:0]==2'b01) ? L32[4] :
          (shamt[1:0]==2'b10) ? L32[3] : L32[2];
  assign L10[6] = (shamt[1:0]==2'b00) ? L32[6] :
          (shamt[1:0]==2'b01) ? L32[5] :
          (shamt[1:0]==2'b10) ? L32[4] : L32[3];
  assign L10[7] = (shamt[1:0]==2'b00) ? L32[7] :
          (shamt[1:0]==2'b01) ? L32[6] :
          (shamt[1:0]==2'b10) ? L32[5] : L32[4];
  assign L10[8] = (shamt[1:0]==2'b00) ? L32[8] :
          (shamt[1:0]==2'b01) ? L32[7] :
          (shamt[1:0]==2'b10) ? L32[6] : L32[5];
  assign L10[9] = (shamt[1:0]==2'b00) ? L32[9] :
          (shamt[1:0]==2'b01) ? L32[8] :
          (shamt[1:0]==2'b10) ? L32[7] : L32[6];
  assign L10[10] = (shamt[1:0]==2'b00) ? L32[10] :
          (shamt[1:0]==2'b01) ? L32[9] :
          (shamt[1:0]==2'b10) ? L32[8] : L32[7];
  assign L10[11] = (shamt[1:0]==2'b00) ? L32[11] :
          (shamt[1:0]==2'b01) ? L32[10] :
          (shamt[1:0]==2'b10) ? L32[9] : L32[8];
  assign L10[12] = (shamt[1:0]==2'b00) ? L32[12] :
          (shamt[1:0]==2'b01) ? L32[11] :
          (shamt[1:0]==2'b10) ? L32[10] : L32[9];
  assign L10[13] = (shamt[1:0]==2'b00) ? L32[13] :
          (shamt[1:0]==2'b01) ? L32[12] :
          (shamt[1:0]==2'b10) ? L32[11] : L32[10];
  assign L10[14] = (shamt[1:0]==2'b00) ? L32[14] :
          (shamt[1:0]==2'b01) ? L32[13] :
          (shamt[1:0]==2'b10) ? L32[12] : L32[11];
  assign L10[15] = (shamt[1:0]==2'b00) ? L32[15] :
          (shamt[1:0]==2'b01) ? L32[14] :
          (shamt[1:0]==2'b10) ? L32[13] : L32[12];
  assign R32[15] = (shamt[3:2]==2'b00) ? sftSrc[15] : 0;
  assign R32[14] = (shamt[3:2]==2'b00) ? sftSrc[14] : 0;
  assign R32[13] = (shamt[3:2]==2'b00) ? sftSrc[13] : 0;
  assign R32[12] = (shamt[3:2]==2'b00) ? sftSrc[12] : 0;
  assign R32[11] = (shamt[3:2]==2'b00) ? sftSrc[11] :
          (shamt[3:2]==2'b01) ? sftSrc[15] : 0;
  assign R32[10] = (shamt[3:2]==2'b00) ? sftSrc[10] :
          (shamt[3:2]==2'b01) ? sftSrc[14] : 0;
  assign R32[9] = (shamt[3:2]==2'b00) ? sftSrc[9] :
          (shamt[3:2]==2'b01) ? sftSrc[13] : 0;
  assign R32[8] = (shamt[3:2]==2'b00) ? sftSrc[8] :
          (shamt[3:2]==2'b01) ? sftSrc[12] : 0;
  assign R32[7] = (shamt[3:2]==2'b00) ? sftSrc[7] :
          (shamt[3:2]==2'b01) ? sftSrc[11] :
          (shamt[3:2]==2'b10) ? sftSrc[15] : 0;
  assign R32[6] = (shamt[3:2]==2'b00) ? sftSrc[6] :
          (shamt[3:2]==2'b01) ? sftSrc[10] :
          (shamt[3:2]==2'b10) ? sftSrc[14] : 0;
  assign R32[5] = (shamt[3:2]==2'b00) ? sftSrc[5] :
          (shamt[3:2]==2'b01) ? sftSrc[9] :
          (shamt[3:2]==2'b10) ? sftSrc[13] : 0;
  assign R32[4] = (shamt[3:2]==2'b00) ? sftSrc[4] :
          (shamt[3:2]==2'b01) ? sftSrc[8] :
          (shamt[3:2]==2'b10) ? sftSrc[12] : 0;
  assign R32[3] = (shamt[3:2]==2'b00) ? sftSrc[3] :
          (shamt[3:2]==2'b01) ? sftSrc[7] :
          (shamt[3:2]==2'b10) ? sftSrc[11] : sftSrc[15];
  assign R32[2] = (shamt[3:2]==2'b00) ? sftSrc[2] :
          (shamt[3:2]==2'b01) ? sftSrc[6] :
          (shamt[3:2]==2'b10) ? sftSrc[10] : sftSrc[14];
  assign R32[1] = (shamt[3:2]==2'b00) ? sftSrc[1] :
          (shamt[3:2]==2'b01) ? sftSrc[5] :
          (shamt[3:2]==2'b10) ? sftSrc[9] : sftSrc[13];
  assign R32[0] = (shamt[3:2]==2'b00) ? sftSrc[0] :
          (shamt[3:2]==2'b01) ? sftSrc[4] :
          (shamt[3:2]==2'b10) ? sftSrc[8] : sftSrc[12];
  assign R10[15] = (shamt[1:0]==2'b00) ? R32[15] : 0;
  assign R10[14] = (shamt[1:0]==2'b00) ? R32[14] :
          (shamt[1:0]==2'b01) ? R32[15] : 0;
  assign R10[13] = (shamt[1:0]==2'b00) ? R32[13] :
          (shamt[1:0]==2'b01) ? R32[14] :
          (shamt[1:0]==2'b10) ? R32[15] : 0;
  assign R10[12] = (shamt[1:0]==2'b00) ? R32[12] :
          (shamt[1:0]==2'b01) ? R32[13] :
          (shamt[1:0]==2'b10) ? R32[14] : R32[15];
  assign R10[11] = (shamt[1:0]==2'b00) ? R32[11] :
          (shamt[1:0]==2'b01) ? R32[12] :
          (shamt[1:0]==2'b10) ? R32[13] : R32[14];
  assign R10[10] = (shamt[1:0]==2'b00) ? R32[10] :
          (shamt[1:0]==2'b01) ? R32[11] :
          (shamt[1:0]==2'b10) ? R32[12] : R32[13];
  assign R10[9] = (shamt[1:0]==2'b00) ? R32[9] :
          (shamt[1:0]==2'b01) ? R32[10] :
          (shamt[1:0]==2'b10) ? R32[11] : R32[12];
  assign R10[8] = (shamt[1:0]==2'b00) ? R32[8] :
          (shamt[1:0]==2'b01) ? R32[9] :
          (shamt[1:0]==2'b10) ? R32[10] : R32[11];
  assign R10[7] = (shamt[1:0]==2'b00) ? R32[7] :
          (shamt[1:0]==2'b01) ? R32[8] :
          (shamt[1:0]==2'b10) ? R32[9] : R32[10];
  assign R10[6] = (shamt[1:0]==2'b00) ? R32[6] :
          (shamt[1:0]==2'b01) ? R32[7] :
          (shamt[1:0]==2'b10) ? R32[8] : R32[9];
  assign R10[5] = (shamt[1:0]==2'b00) ? R32[5] :
          (shamt[1:0]==2'b01) ? R32[6] :
          (shamt[1:0]==2'b10) ? R32[7] : R32[8];
  assign R10[4] = (shamt[1:0]==2'b00) ? R32[4] :
          (shamt[1:0]==2'b01) ? R32[5] :
          (shamt[1:0]==2'b10) ? R32[6] : R32[7];
  assign R10[3] = (shamt[1:0]==2'b00) ? R32[3] :
          (shamt[1:0]==2'b01) ? R32[4] :
          (shamt[1:0]==2'b10) ? R32[5] : R32[6];
  assign R10[2] = (shamt[1:0]==2'b00) ? R32[2] :
          (shamt[1:0]==2'b01) ? R32[3] :
          (shamt[1:0]==2'b10) ? R32[4] : R32[5];
  assign R10[1] = (shamt[1:0]==2'b00) ? R32[1] :
          (shamt[1:0]==2'b01) ? R32[2] :
          (shamt[1:0]==2'b10) ? R32[3] : R32[4];
  assign R10[0] = (shamt[1:0]==2'b00) ? R32[0] :
          (shamt[1:0]==2'b01) ? R32[1] :
          (shamt[1:0]==2'b10) ? R32[2] : R32[3];
  assign result = (leftRight==0) ? R10 : L10;
endmodule
File: flow/run.sh
#!/bin/bash
# OpenROAD 26Q1-2900-gdf79404cd8, Yosys 0.63+post, stock flow scripts
make -C /OpenROAD-flow-scripts/flow DESIGN_CONFIG=/design/flow/config.mk WORK_HOME=/design/flow/orfs finish
==> README.md <==
| Stage | Result | Value |
|---|---|---|
| critical path | Crit path depth | 8 |
| clocking | # hold bufs at CTS | 0 |
| detailed routing | Post-route DRC | 0 |
| synthesis | Synthesis area per yosys | 0.001695 mm^2 |
| power | Static power due to leakage | 0.001405 uW |
| synthesis | Synthesized instance count | 227 |
| grt | Number of global-route vias before repair | 2542 |
| critical path | Crit-path cells | clkdlybuf4s15_2 > buf_12 > buf_4 > mux2i_1 > nand2_1 > a31oi_1 > a21oi_1 > dlygate4sd2_1 |
| critical path | Category of the worst setup path capture point | output pin |
| place | Pre-CTS setup slack | -503.8 ps |
| critical path | Cell at the slowest stage of the critical path | sky130_fd_sc_hd__mux2i_1 |
| floorplan | Area inside the core boundary | 0.006756 mm^2 |
| final timing | Count of final setup violators | 0 |
| critical path | Worst setup SP type | input pin |
| detailed routing | Routed via count | 2521 |
| place | Total half-perimeter wirelength after legalization and detailed placement | 6099 um |
| grt | Maximum number of pins on one net before global-route repair | 14 |
| finish | Final design utilization | 46.39% |
| critical path | Delay contributed by the slowest stage of the critical path | 360 ps |
| detailed routing | Count of TritonRoute iterations in the first routing pass | 4 |
| finish | Clock tree buffer count of the final layout | 0 |
| grt | Wire length of the first global-routing pass | 13080 um |
| final timing | Final worst-path cycle share | 98.16% |
| synthesis | Distinct cell type count of the synthesized netlist | 54 |
| place | Placed cell count | 403 |
| synthesis | Seq share, synth | 0% |
| hold path | Path category of the worst min-delay check | input pin to output pin |
| finish | Post-route cell area | 0.003134 mm^2 |
| finish | Relative area change from synthesis to final layout | 84.87% |
| final timing | Final TNS setup | 0 ps |
| grt | Antenna violations before repair | 0 |
| grt | Aggregate global-route resource usage | 15.47% |
| final timing | Setup ws final | 47.76 ps |
| detailed routing | Routed len/inst | 18.70 um |
| floorplan | Height of the die | 103 um |
| place | RD Place Congestion | 0.9979 |
| finish | Non-filler cells, final | 442 |
| critical path | Arrival time of data at the critical path endpoint | 2030 ps |
| floorplan | Die boundary width | 103 um |
| detailed routing | Drt via density | 5.704 |
| grt | Total gr overflow | 0 |
| critical path | Max FO, Critical Path | 6 |
| floorplan | Total number of placement rows | 30 |
| critical path | Kind of critical path | input pin to output pin |
| final timing | Slew at the pin closest to its max-slew limit | 376.6 ps |
| final timing | Worst slew margin relative to its limit | 74.18% |
| job | Max-Cap Viols | 0 |
| synthesis | Top-area cell type share of the netlist area | 14.17% |
| critical path | Buffering stage count on the worst path with inverters included | 4 |
| power | Worst IR drop on VDD | 95.11 uV |
| final timing | Final critical delay including setup and external delays | 2552 ps |
| final timing | Max Clock Freq | 391.8 MHz |
| synthesis | Cell accounting for the most synthesized area | sky130_fd_sc_hd__mux2i_1 |
| final timing | Final hold violation count | 0 |
| detailed routing | Antenna-violating nets left | 0 |
| synthesis | Synth Area per Inst | 7.469 um^2 |
| detailed routing | Antenna diode count | 0 |
| power | Power per cell area | 188.5 mW/mm^2 |
| finish | Top logic cells by instance count in the layout | sky130_fd_sc_hd__buf_4 (109), sky130_fd_sc_hd__nand2_1 (20), sky130_fd_sc_hd__mux2i_1 (19) |
| critical path | Crit path required time | 2080 ps |
| synthesis | Cell area after technology mapping | 0.001695 mm^2 |
| critical path | CP delay by family, top | buffers and inverters |
| place | Port bufs | 37 |
| synthesis | Top post-synthesis cells by area | sky130_fd_sc_hd__mux2i_1 (14%), sky130_fd_sc_hd__mux4_2 (13%), sky130_fd_sc_hd__o211ai_1 (5.8%), sky130_fd_sc_hd__nand2_1 (4.4%), sky130_fd_sc_hd__nand3_1 (4.1%) |
| floorplan | Boundary Pins | 37 |
| job | Total tool warning count | 33 |
| finish | Footprint of the flip-flops and latches | 0 um^2 |
| finish | Seq Cell Count | 0 |
| detailed routing | Total routed wirelength | 8267 um |
| run status | Run status | complete, no violations |
| detailed routing | 1st-iter DRT viols | 326 |
| hold path | Hold Path Cell Cnt | 5 |
| synthesis | YS warnings | 0 |
| floorplan | Floorplan-stage core utilization | 25.09% |
| finish | Commonest non-fill, non-tap cell in the layout | sky130_fd_sc_hd__buf_4 |
| synthesis | Cell count listed in synth_stat.txt | 227 |
| finish | Fraction of final layout cells sized beyond drive strength 1 | 53.31% |
| place | Placement-stage cell area | 0.002701 mm^2 |
| final timing | Final slew viol count | 0 |
| floorplan | Area of the die | 0.01061 mm^2 |
## cell type report
class,instances,area (um^2)
fill,626,3622
timing repair buffer,163,1390
inverter,4,20.02
multi-input combinational,195,1624
tap,80,100.1
## cells in the mapped netlist (all sizes together) (2+ instances only)
cell / n
o21ai: 14
a221oi: 2
a211oi: 2
buf: 16
a221o: 2
inv: 3
a21oi: 13
nand2b: 9
nor2: 9
mux2: 6
a31oi: 3
o2bb2ai: 2
mux4: 11
a22oi: 2
nand3b: 6
o22ai: 3
clkbuf: 12
mux2i: 25
o211ai: 13
o221ai: 4
nor2b: 5
nand3: 14
o31ai: 2
nand4: 6
nand2: 20
or2: 3
## layer usage
metal,wire [um],vias to the layer above,track usage (%)
li1,-,1180,-
met1,3552,1224,20.85
met2,3722,105,24.13
met3,819,12,4.198
met4,172,0,3.636
met5,0,-,0
## timing repair
action                     CTS  global route
cloned                       2             0
buffers inserted            30             7
setup endpoints to repair   16            13
pin swaps                   16             3
gates resized              111            27
## per-stage QoR
stage,power (uW),hold slack [ps]
2_1_floorplan,234.4,1230
3_3_place_gp,501.8,2050
3_5_place_dp,500.8,2039
4_1_cts,570.9,1697
5_1_grt,634.7,1558
6_report,590.9,1529
## worst paths after layout
kind	end	from
setup / recovery	result[9]	shamt[0]
hold / removal	result[15]	sftSrc[15]
## power breakdown
part           switching [uW]  internal, uW
logic                     262           329
registers                   0             0
clock network               0             0
total                     262           329
## logic make-up after synthesis
kind of cell	share of synthesized area [%]
simple gates	24.65
buf+inv	10.48
mux	34.32
compound gates	30.55
Power figures rest on the tool's default switching activity, not on a simulated workload.
