`config.mk`:
```
export PLATFORM = sky130hd
export DESIGN_NAME = ALU_adv
export DESIGN_NICKNAME = ALU_adv
export VERILOG_FILES = /design/flow/design.v
export SDC_FILE = /design/flow/constraint.sdc
export NUM_CORES = 4
export LEC_CHECK = 1
export CORE_UTILIZATION = 30
```
`constraint.sdc`:
```
current_design ALU_adv

set clk_period 11.3
set clk_io_pct 0.2

create_clock -name clk0 -period $clk_period

set non_clock_inputs [all_inputs -no_clocks]
set_input_delay [expr $clk_period * $clk_io_pct] -clock clk0 $non_clock_inputs
set_output_delay [expr $clk_period * $clk_io_pct] -clock clk0 [all_outputs]
```
`design.v`:
```
module ALU_1bit( result, carryOut, a, b, invertA, invertB, aluOp, carryIn, less );
  output wire result;
  output wire carryOut;
  input wire a;
  input wire b;
  input wire invertA;
  input wire invertB;
  input wire[1:0] aluOp;
  input wire less;
  input wire carryIn;
  wire tA, tB; 
  assign tA = invertA==1 ? ~a : a;
  assign tB = invertB==1 ? ~b : b;
  wire AND, OR, Sum;
  and (AND, tA, tB);
  or (OR, tA, tB);
  Full_adder Fa(Sum, carryOut, carryIn, tA, tB);
  assign result = (invertA==0 && invertB==0 && aluOp==2'b00) ? AND :  
        (invertA==0 && invertB==0 && aluOp==2'b01) ? OR :  
        (invertA==1 && invertB==1 && aluOp==2'b00) ? AND :  
        (invertA==0 && invertB==0 && aluOp==2'b10) ? Sum :  
        (invertA==0 && invertB==1 && aluOp==2'b10) ? Sum :  
        less;  
endmodule
module ALU_adv( result, zero, overflow, aluSrc1, aluSrc2, invertA, invertB, operation );
  output wire[15:0] result;
  output wire zero;
  output wire overflow;
  input wire[15:0] aluSrc1;
  input wire[15:0] aluSrc2;
  input wire invertA;
  input wire invertB;
  input wire[1:0] operation;
  wire Set;
  assign Set = (aluSrc1[15]^aluSrc2[15]==1) ? aluSrc1[15] : result[15];
  wire chkzero;  
  wire[16:0] carry;
  ALU_1bit  B0(result[0], carry[1], aluSrc1[0], aluSrc2[0], invertA, invertB, operation, invertB, Set);
  ALU_1bit  B1(result[1], carry[2], aluSrc1[1], aluSrc2[1], invertA, invertB, operation, carry[1], 1'b0);
  ALU_1bit  B2(result[2], carry[3], aluSrc1[2], aluSrc2[2], invertA, invertB, operation, carry[2], 1'b0);
  ALU_1bit  B3(result[3], carry[4], aluSrc1[3], aluSrc2[3], invertA, invertB, operation, carry[3], 1'b0);
  ALU_1bit  B4(result[4], carry[5], aluSrc1[4], aluSrc2[4], invertA, invertB, operation, carry[4], 1'b0);
  ALU_1bit  B5(result[5], carry[6], aluSrc1[5], aluSrc2[5], invertA, invertB, operation, carry[5], 1'b0);
  ALU_1bit  B6(result[6], carry[7], aluSrc1[6], aluSrc2[6], invertA, invertB, operation, carry[6], 1'b0);
  ALU_1bit  B7(result[7], carry[8], aluSrc1[7], aluSrc2[7], invertA, invertB, operation, carry[7], 1'b0);
  ALU_1bit  B8(result[8], carry[9], aluSrc1[8], aluSrc2[8], invertA, invertB, operation, carry[8], 1'b0);
  ALU_1bit  B9(result[9], carry[10], aluSrc1[9], aluSrc2[9], invertA, invertB, operation, carry[9], 1'b0);
  ALU_1bit  B10(result[10], carry[11], aluSrc1[10], aluSrc2[10], invertA, invertB, operation, carry[10], 1'b0);
  ALU_1bit  B11(result[11], carry[12], aluSrc1[11], aluSrc2[11], invertA, invertB, operation, carry[11], 1'b0);
  ALU_1bit  B12(result[12], carry[13], aluSrc1[12], aluSrc2[12], invertA, invertB, operation, carry[12], 1'b0);
  ALU_1bit  B13(result[13], carry[14], aluSrc1[13], aluSrc2[13], invertA, invertB, operation, carry[13], 1'b0);
  ALU_1bit  B14(result[14], carry[15], aluSrc1[14], aluSrc2[14], invertA, invertB, operation, carry[14], 1'b0);
  ALU_1bit  B15(result[15], carry[16], aluSrc1[15], aluSrc2[15], invertA, invertB, operation, carry[15], 1'b0);
  or (chkzero, result[0], result[1], result[2], result[3], result[4], result[5], result[6], result[7], result[8], result[9], result[10], result[11], result[12], result[13], result[14], result[15]);
  not (zero, chkzero);
  xor (overflow, carry[16], carry[15]); 
endmodule
module Full_adder(sum,cout,cin,inp1,inp2);
  input cin, inp1, inp2;
  output sum,cout;
  wire inp12, inp1cin, inp2cin;
  and (inp12, inp1, inp2);
  and (inp1cin, inp1, cin);
  and (inp2cin, inp2, cin);
  or (cout, inp12, inp1cin, inp2cin);
  xor (sum, inp1, inp2, cin); 
endmodule
```
`run.sh`:
```
#!/bin/bash
# OpenROAD 26Q1-2900-gdf79404cd8, Yosys 0.63+post, stock flow scripts
make -C /OpenROAD-flow-scripts/flow DESIGN_CONFIG=/design/flow/config.mk WORK_HOME=/design/flow/orfs finish
```
==> reports/summary.log <==
INFO  outcome        status=finished, violations left
INFO  outcome        violations=negative setup slack
INFO  detailed_routing vias_after_detailed_routing=1636
INFO  detailed_routing antenna_cells=0
INFO  worst_setup_path arrival=9340ps
INFO  floorplan      floorplan.die_area=6780squm
INFO  detailed_routing postRouteAntennaNets=0
INFO  worst_setup_path setup.worst_path.end_class=output pin
INFO  place          detailed_place_hpwl=3.65mm
INFO  pwr            ir_drop=0.0235mV
INFO  global_route   grt_first_pass_wirelength=7.18mm
INFO  timing         final-setup-viol-count=1
INFO  floorplan      initCoreUtil=0.320
INFO  timing         final_critical_path_setup_slack=-300ps
INFO  global_route   antenna_found_initial=0
INFO  cells_and_area area_growth_syn_to_layout=38.5%
INFO  cells_and_area instances_no_fill=358
INFO  cells_and_area final.fill_count=590
INFO  floorplan      num_io_pins=54
INFO  detailed_routing post_drt_wl_per_cell=12.2microns
INFO  timing         drv_slew=0
INFO  synthesis      synth-area-yosys=1940squm
INFO  pwr            total_leakage_power=1.28nW
INFO  floorplan      die_w=82.4microns
INFO  global_route   grt_remaining_overflow=0
INFO  pwr            p_int=0.0000776W
INFO  cells_and_area finalCoreUtilization=0.443
INFO  global_route   gr-usage-all-layers=0.138
INFO  cells_and_area flop_area=0squm
INFO  worst_setup_path critPathKind=primary input to output pin
INFO  timing         final.hold.worst_slack=5250ps
INFO  timing         layout_worst_path_cycle_share=1.03
INFO  timing         finalWorstPathRequiredPeriod=11600ps
INFO  synthesis      synth_area=1940squm
INFO  synthesis      yosys_warnings=0
INFO  place          place.port_buffers=54
INFO  synthesis      yosys.cell_types.count=34
INFO  cells_and_area seq_cell_count=0
INFO  place          placed_cells_incl_taps=356
INFO  detailed_routing total_iterations_of_the_first_detailed_routing_run=4
INFO  place          gp_congestion=0.840
INFO  pwr            switchingPower=0.0000633W
INFO  pwr            report.power.total=0.000141W
INFO  detailed_routing routed_wirelength=4.38mm
INFO  detailed_routing vias_per_cell=4.57
INFO  detailed_routing drt-initial-drc-count=18
INFO  cts            holdBufCountCts=0
INFO  synthesis      synth-cells-yosys=235
INFO  floorplan      fp.coreArea=6060squm
INFO  timing         setup_repair_after_global_routing_missed_its_margin=true
INFO  pwr            power_frac_seq=0
INFO  cells_and_area clock_buffers=0
INFO  timing         finalHoldViolCount=0
INFO  pwr            switching_share=0.449
INFO  job            warning_count=66
INFO  worst_setup_path cp_max_fo=2
INFO  hold_path      worst_hold_path_type=primary input to output pin
INFO  timing         clock.fmax=86.2MHz
INFO  detailed_routing drc=0
INFO  timing         worst_slew_pin_slew=813ps
INFO  timing         relSlewSlack=0.456
INFO  cells_and_area final-comb-area=1740squm
INFO  floorplan      fp.dieH=82.4microns
INFO  pwr            p_per_area=52.5nW/um^2
INFO  job            max_cap_viol_count=0
INFO  place          dpl-instance-area=2640squm
INFO  pwr            power.clock.fraction=0
INFO  cells_and_area final_cell_area=2680squm
INFO  worst_setup_path timing.critical_path.required=9040ps
INFO  pwr            combPwrFrac=1.000
INFO  cells_and_area drive_gt1_frac=0.212
INFO  synthesis      post_synth_inst_count=235
INFO  synthesis      average_cell_area_after_synthesis=8.24squm
INFO  global_route   grt_max_degree=38
INFO  synthesis      ys_seq_share=0
INFO  worst_setup_path setup.worst_path.start_class=primary input
INFO  global_route   grt_pass1_vias=1606
INFO  floorplan      num_rows=28
-- cells by family (layout without fill, tap and decap cells) --
| group | count (synthesis) | in the layout | share of synthesized area |
|---|---|---|---|
| adders and majority gates | 47 | 47 | 0.362 |
| muxes | 1 | 1 | 0.00517 |
| AOI/OAI and AO/OA | 41 | 41 | 0.148 |
| and+or+nand+nor | 49 | 49 | 0.171 |
| buffers and inverters | 63 | 111 | 0.160 |
| xor gates and xnor gates | 34 | 34 | 0.154 |
-- placed cells by master (no fill, tap or decap), drive strengths merged, types with 7 or more instances in the layout --
cell type,instances
a21o,12
a21oi,10
or4b,8
inv,33
clkdlybuf4s50,43
nor4,7
buf,32
ha,32
nand2b,7
fa,15
nand3b,7
xnor2,15
xor2,19
-- repair_timing --
| item | 4_1_cts | 5_1_grt |
|---|---|---|
| endpoints found under the setup margin | 4 | 5 |
| resized | 37 | 13 |
| pin swaps | 23 | 22 |
| setup buffers | 0 | 2 |
-- area by class of cell --
| class | count | area share |
|---|---|---|
| inverters | 33 | 0.0462 |
| multi-input cells | 172 | 0.649 |
| well taps | 75 | 0.0350 |
| repair buffers | 78 | 0.270 |
-- final timing paths --
check / from / end / slack [ps] / cells past startpoint
worst max-delay path: aluSrc1[1] / zero / -300 / 22
worst min-delay path: invertA / zero / 5250 / 6
-- cell usage after synthesis (3+ instances only) --
master     count  share of area
xor2_1        19          0.086
clkbuf_1       3         0.0058
a2bb2oi_1      3          0.014
fa_1          15           0.16
nor2_1         3         0.0058
a21o_1        12          0.047
buf_2         11          0.028
xnor2_1       15          0.068
nor4_1         6          0.019
ha_1          32           0.21
buf_4         16          0.062
nor3_1         3         0.0077
nand2_1        4         0.0077
nand3b_1       7          0.027
o21ai_0        5          0.013
o32ai_1        5          0.023
nand2b_1       7          0.023
nor2b_1        3         0.0097
a21oi_1       10          0.026
nand3_1        3         0.0077
or4b_1         8          0.041
inv_1         33          0.064
-- per-stage QoR --
| stage | setup slack (ps) | setup TNS, ps |
|---|---|---|
| final | -300 | -300 |
| after global routing | -536 | -547 |
| after global placement | -1130 | -2240 |
| after detailed placement | -1160 | -2340 |
| after floorplan | -288 | -288 |
| after CTS | -829 | -1010 |
-- power groups by stage --
stage	clock (W)	sequential (W)	combinational [W]
4_1_cts	0	0	0.000141
5_1_grt	0	0	0.000160
6_report	0	0	0.000141
-- worst max-delay path, cell delays in order --
cell and delay, ps:
buf_6 100, xnor2_4 160, inv_2 60, fa_2 370, fa_2 370, fa_2 370
fa_2 370, fa_2 370, fa_2 370, fa_2 370, fa_2 370, fa_2 370
fa_2 370, fa_2 370, fa_2 380, fa_2 370, fa_2 400, fa_2 460
a211o_1 320, or4b_4 480, nor4_2 140, buf_2 130
-- per-layer routing --
layer / part of all wire / wire, microns / GRT usage
met1: 0.49 / 2130 / 0.204
met2: 0.48 / 2100 / 0.240
met3: 0.033 / 144 / 0.00557
met4: 0 / 0 / 0
met5: 0 / 0 / 0
Power and IR drop assume default switching activity.
